==> flow/design.v <==
module Register_File (
    input clk,
    input reset,
    input [4:0] Rs1,
    input [4:0] Rs2,
    input [4:0] Rd,
    input [31:0] Write_data,
    input RegWrite,
    output [31:0] Read_data1,
    output [31:0] Read_data2
);
    reg [31:0] Registers [0:31];
    assign Read_data1 = (Rs1 == 5'b0) ? 32'b0 : Registers[Rs1];
    assign Read_data2 = (Rs2 == 5'b0) ? 32'b0 : Registers[Rs2];
    always @(posedge clk) begin
        if (reset) begin
            for (integer k = 0; k < 32; k = k + 1) begin
                Registers[k] <= 32'b0;
            end
        end
        else if (RegWrite && (Rd != 5'b0)) begin
            Registers[Rd] <= Write_data;
        end
    end
endmodule
==> flow/run.sh <==
#!/bin/bash
# OpenROAD 26Q1-2900-gdf79404cd8, Yosys 0.63+post, stock flow scripts
make -C /OpenROAD-flow-scripts/flow DESIGN_CONFIG=/design/flow/config.mk WORK_HOME=/design/flow/orfs finish
==> flow/config.mk <==
export PLATFORM = sky130hd
export DESIGN_NAME = Register_File
export DESIGN_NICKNAME = Register_File
export VERILOG_FILES = /design/flow/design.v
export SDC_FILE = /design/flow/constraint.sdc
export NUM_CORES = 4
export LEC_CHECK = 1
export CORE_UTILIZATION = 50
==> flow/constraint.sdc <==
current_design Register_File

set clk_period 15.8
set clk_io_pct 0.2

create_clock -name clk0 -period $clk_period [get_ports {clk}]

set non_clock_inputs [all_inputs -no_clocks]
set_input_delay [expr $clk_period * $clk_io_pct] -clock clk0 $non_clock_inputs
set_output_delay [expr $clk_period * $clk_io_pct] -clock clk0 [all_outputs]
==> reports/metrics.cfg <==
[run_status]
status = complete, no violations

[yosys]
ys_cells = 3502
ys_sh_mux_pct = 23.0
topCombFamilyByArea = multiplexers
ys_sh_simple_pct = 13.3
synth-seq-cells = 1024
fa_ha_area_share_pct = 0
synthFlopType = edfxtp_1
synth_cells = 3502
ys_async_sr_fraction_pct = 0
synth.avg_cell_area_um2 = 15.5
ys_area_um2 = 54200
ys_sh_aoi_pct = 3.65
yosysWarnings = 1
xor_share_pct = 0
ys_types = 42
netlist_area_um2 = 54200
ys_seq_share_pct = 56.7
synth-edff-count = 1024

[clock_tree]
clockBufferDepth = 3
cts-resized-gates = 0
cts_root_buf = clkbuf_16
cts_setup_buffers = 0
cts_tree = done
cts_hold_buf = 0
numCtsBuffers = 112
clkTransAtPathRegs_ns = 0.06
cts_sinks = 1024
htree_levels = 3

[global_routing]
grt_use_total_pct = 36.7
antenna_found_initial = 4
grt_pass1_wl_um = 255000
grt_pass1_vias = 36500
gr-total-overflow = 0
grt_max_degree = 85

[place]
hpwl_um = 104000
port_buffers = 113
placed_area_um2 = 56800
gp_congestion = 0.915

[power]
power_frac_seq_pct = 49.3
pwr-share-clk_pct = 38.5
swShare_pct = 24.6
powerDensity_nw_per_um2 = 108
cellLeakagePower_nw = 20.7
internal-power_mw = 4.92
ir_worst_vdd_mv = 0.0859
combPwrFrac_pct = 12.2
power_switching_mw = 1.61

[worst_setup_path]
cp_cell_sequence = buf_8 > buf_4 > buf_12 > buf_4 > nor2b_1 > a22oi_1 > a21oi_1 > nor4_1 > clkdlybuf4s50_1
cp_data_arrival_time_ns = 7.34
worstSetupPathType = input port to primary output
critPathMaxFanout = 84
crit_family = buffers and inverters
start_kind = input port
cpMaxStageDelayCell = buf_4
cpMostUsedCell = buf_4
required_ns = 12.64
end_kind = primary output
cp.depth = 9
cp_num_buf_inv = 5
slowest_delay_ns = 0.71

[detailed_routing]
vias = 32800
first_pass_iters = 7
drt_wl_total_um = 178000
route.detailed.drc = 0
drtAntennaViolNets = 0
drtIter0Drc = 2019
drt-wirelength-per-cell_um = 35.4
vias_per_cell = 6.51

[floorplanning]
row_count = 120
die_h_um = 331
fp-utilization_pct = 50.5
ios = 114
die_w_um = 331
die_area_um2 = 110000
design.core.area_um2 = 107000

[finish]
final_area_um2 = 60300
top_register = Registers
nFillCells = 7948
drive_gt1_share_pct = 24.7
largest_reg_flops = 1024
ff_latch_area_um2 = 30700
top_regs = Registers: 1024 flops
comb_area_um2 = 21900
area_growth_pct = 11.2

[timing]
drv_slew = 0
rsz0062_at_grt = false
setup_tns_ns = 0
fmax_mhz = 95.2
setup_viol = 0
whs_ns = 3.07
timing.final.hold_violations = 0
tightest_slew_ns = 1.04
finalCriticalPeriod_ns = 10.50
maxSlewHeadroom_pct = 30.2
fin_crit_sh_pct = 66.4

[worst_hold_path]
hp-class = input port to flip-flop
min_path_cells = 2

[run]
drv_cap = 0
warnings = 26

==> logic make-up (layout without fill, tap and decap cells) <==
kind of cell    after synthesis  in the layout
compound gates              259            259
buf+inv                     389            481
flops                      1024           1024
other cells                   1             33
simple gates               1177           1177
mux                         652            652
==> cells in the final DEF (no fill, tap or decap), drive strengths merged, types with 5 or more instances in the layout <==
master         count
conb              32
nor2b             14
a21oi             12
bufinv             7
clkinv            54
mux2              30
a2111oi           55
nand3              5
nand2b             5
a22o              51
edfxtp          1024
nor3              54
nor2              36
mux2i            150
mux4             472
o22ai            103
or2               33
nor4               6
buf              173
nand2              7
a22oi             16
clkbuf           138
nand3b             5
and2             995
clkdlybuf4s50    104
a211oi             7
==> path summary, 6_finish.rpt <==
check               from          endpoint  slack [ns]
setup / recovery  Rs1[1]    Read_data1[21]        5.30
hold / removal     reset  Registers[0][23]        3.07
==> synthesized netlist by cell type (3+ instances only) <==
library cell     n  area, um^2
a2111oi_0       14         123
a2111oi_1       41         410
a211oi_1         7        52.6
a21oi_1         12        60.1
a221oi_1         4        35.0
a22o_1          51         447
a22oi_1         16         120
a32o_1           4        40.0
and2_1         995        6220
and3_1           3        18.8
buf_1           18        67.6
buf_2           44         220
buf_4           31         233
buf_6           22         248
clkbuf_1       272        1020
edfxtp_1      1024       30700
mux2_2          30         338
mux2i_1        150        1500
mux4_2         472       10600
nand2_1          7        26.3
nand2b_1         5        31.3
nand3_1          5        25.0
nand3b_1         5        37.5
nor2_1          36         135
nor2b_1         14        87.6
nor3_1          54         270
nor4_1           6        37.5
o21ai_0          4        20.0
o22ai_1        103         644
or2_2           33         206
or3b_2           4        35.0
==> power by group through the flow <==
stage         combinational (mW)  sequential [mW]  clock, mW
CTS                        0.792             3.22       2.54
global route               0.834             3.23       2.64
finish                     0.798             3.22       2.51
==> area by class of cell <==
class                      count  area share, %
multi-input combinational   2120           36.4
inverter                       2         0.0125
tap                         1403           2.91
sequential                  1024           51.0
timing repair buffer         277           3.98
clock buffer                 138           4.88
clock inverter                64          0.859
antenna                        1        0.00415
==> per-layer routing <==
metal	up-vias	part of all wire, %	routed length [um]	GRT usage, %
li1	13600	-	-	-
met1	16000	32	56800	45.8
met2	2730	46	81200	51.0
met3	425	18	31300	26.9
met4	10	4.9	8670	13.6
met5	-	0.19	334	4.17
==> through the flow <==
stage,setup WS (ns),utilization (%),cells,total power [mW]
after floorplan,7.88,-,3533,3.71
after global placement,5.30,52.9,4826,4.04
after detailed placement,5.25,52.9,4826,4.06
after CTS,5.22,56.2,5028,6.55
after global routing,4.95,56.2,5028,6.71
final,5.30,56.2,5029,6.53
Power and IR drop assume default switching activity.
