==> design/flow/design.v <==
module Data_Memory(
    input clk,
    input reset,
    input MemWrite,
    input MemRead,
    input [31:0] Address,
    input [31:0] write_data,
    output [31:0] Read_Data
);
    reg [31:0] Dmemory [0:63];
    integer k;
    assign Read_Data = (MemRead) ? Dmemory[Address[7:2]] : 32'h0;
    always @(posedge clk) begin
        if (reset) begin
            for (k = 0; k < 64; k = k + 1) begin
                Dmemory[k] <= 32'h0;
            end
        end
        else if (MemWrite) begin
            Dmemory[Address[7:2]] <= write_data;
        end
    end
endmodule
==> design/flow/run.sh <==
#!/bin/bash
# OpenROAD 26Q1-2900-gdf79404cd8, Yosys 0.63+post, stock flow scripts
make -C /OpenROAD-flow-scripts/flow DESIGN_CONFIG=/design/flow/config.mk WORK_HOME=/design/flow/orfs finish
==> design/flow/config.mk <==
export PLATFORM = sky130hd
export DESIGN_NAME = Data_Memory
export DESIGN_NICKNAME = Data_Memory
export VERILOG_FILES = /design/flow/design.v
export SDC_FILE = /design/flow/constraint.sdc
export NUM_CORES = 4
export LEC_CHECK = 1
export CORE_UTILIZATION = 50
==> design/flow/constraint.sdc <==
current_design Data_Memory

set clk_period 67.4
set clk_io_pct 0.2

create_clock -name clk0 -period $clk_period [get_ports {clk}]

set non_clock_inputs [all_inputs -no_clocks]
set_input_delay [expr $clk_period * $clk_io_pct] -clock clk0 $non_clock_inputs
set_output_delay [expr $clk_period * $clk_io_pct] -clock clk0 [all_outputs]
==> summary.txt <==
Entry: Yosys synthesis followed by OpenROAD place and route.

Clocking:
- Per the CTS log, the maximum H-tree level is 4.
- The run gives the CTS tree as yes.
- The run puts the post-CTS setup-driven buffer insertion count at 0.
- The number of hold buffers added after CTS was 0.
- Clock tree synthesis inserted a total of 215 buffers.
- The tree is rooted in a clkbuf_16.
- The run gives the clock net sink count as 2,048.
- The run puts the maximum number of buffers from clock root to sink at 3.
- The run puts the clock-pin slew on the worst setup and hold paths at 0.06 ns.
- The number of gates resized after CTS was 0.

Routing:
- The run gives the total detailed-routing wirelength as between 300,000 and 400,000 um.
- In the final routed layout, each cell accounts on average for between 30 and 40 um.
- The run gives the detail-routed via count per cell as 6.03.
- The run puts the number of vias after detailed routing at 58.0k.
- The count of nets left with antenna violations once routing finished came out at 0.
- The run gives the number of violations reported at the end of detailed-routing iteration 0 as about 4.0k.
- The run gives the number of detailed-routing iterations run before antenna repair as 23.
- The run puts the DRC violations left at 0.

Worst setup path:
- The run gives the nature of the critical path endpoint as a primary output.
- The setup path with the least slack is of type in2out.
- The run puts the largest fanout on the critical path at 51.
- The run gives the buffer-and-inverter tally for the worst setup path as 7.
- Per STA, the library cell used most along the worst path is buf_4.
- The worst setup path is launched from a primary input.
- The run puts the arrival time at the worst endpoint at 19.25 ns.
- The run puts the delay of the slowest critical-path stage at 0.74 ns.
- The run gives the worst path required time as between 50 and 60 ns.
- Among cell families on the critical path, the largest total delay comes from buffers and inverters.
- The slowest stage of the critical path belongs to the cell o21ai_0.
- The signal on the critical path passes through buf_8 -> buf_4 -> buf_4 -> buf_4 -> buf_4 -> buf_4 -> mux2_2 -> a22oi_1 -> o22ai_1 -> o21ai_0 -> a41oi_1 -> clkdlybuf4s50_1.

GRT:
- The run gives the initial antenna violation count as 12.
- The run gives the global router's overall resource usage as approximately a third.
- The first global-routing pass estimated 429,000 um of wire.
- The run puts the maximum number of pins on one net before global-route repair at 149.
- The run puts the total congestion overflow after global routing at 0.
- The via count of the first global-routing pass came to around 59k.

Pwr:
- The run puts the maximum vdd drop at 0.0209 mV.
- The run gives the clock power share as 39.3%.
- The run gives the logic gate share of total power as 7.7%.
- Per the summary, power density relative to cell area is 26.8 mW/mm^2.
- The run gives the switching power of the nets as 0.000658 W.
- The run puts the overall power consumption at 0.00279 W.
- The run gives the leakage power figure as 35.4 nW.
- The run gives the fraction of power consumed by sequential logic as 53.0%.
- Net switching is around a quarter of the power.
- The run gives the internal power of the cells as around 0.0021 W.

Layout:
- The layout report lists the multi-input gate area as 0.0301 mm^2.
- The run gives the number of cells in the finished layout apart from fillers as 9,626.
- The run puts the number of filler cells placed in the layout at between 10k and 15k.
- The largest register by flop count is Dmemory.
- The largest registers in the layout are Dmemory (2048).
- The run gives the area growth from synthesis to final layout as 10.1%.
- The register with the most flip-flops in the layout has approximately 2k of them.
- The run puts the fraction of layout instances using a drive strength above 1 at roughly 15%.
- The run gives the sequential cell area in the final layout as 0.0615 mm^2.

Placed design:
- At the placement stage, the worst setup path has a slack of 34.83 ns.
- The run puts the weighted congestion reported at the end of routability-driven placement at about 0.96.
- The run puts the quantity of I/O buffers inserted on ports at around 73.
- The run gives the half-perimeter wire length after detailed placement as between 150,000 and 200,000 um.
- The run gives the count of placed standard cells including taps as between 9k and 10k.

Final timing:
- The worst path in the final design needs a cycle of 32.73 ns, including I/O delays and setup.
- The run gives the number of failing hold endpoints at the final stage as 0.
- The run puts the worst max-slew margin expressed relative to the limit at 32.7%.
- The run puts the setup slack of the critical path after layout at 34.67 ns.
- The run gives the final count of negative-setup-slack endpoints as 0.
- Setup repair after global routing left no endpoint under its margin.
- The run puts the setup total negative slack at 0 ns.
- The run gives the highest clock frequency the design can meet as 30.6 MHz.
- Looking at the max-slew report, the worst-margin pin has a slew of 0.996 ns.
- The run puts the part of the cycle the worst path needs at 48.6%.
- For reference, the final report shows the max-slew violation count at 0.

Die:
- The run puts the die span in y at 437 um.
- The run puts the chip area at 0.191 mm^2.
- In the floorplan report the effective utilization is 50.4%.
- The run gives the placeable core area as 0.188 mm^2.
- For this design the top-level I/O count stands at 100.
- The run puts the row count at 159.
- The die is approximately 440 um wide.

Hold path:
- The endpoint of the worst hold path is reported as Dmemory[2][16].
- The number of cells on the worst hold path is listed as 2.
- The worst hold path begins at write_data[16].
- The min-delay analysis places its worst path in the category in2reg.

Yosys:
- The run puts the sequential fraction of the synthesis area at between 60 and 70%.
- The commonest register cell is edfxtp_1.
- The run gives the cell type contributing the most total cell area after synthesis as edfxtp_1.
- The run puts the area fraction of the dominant cell type after synthesis at 65.0%.
- The run puts the total of warnings raised by yosys at 1.
- The run gives the post-synthesis cell type count as 62.
- The run puts the number of enable-type register cells in the synthesized netlist at 2,048.
- The run puts the post-synthesis cell count from yosys at 7,147.
- Per the synth log, the flip-flop and latch total comes to 2,048.
- In this run the cell area of the synthesized design comes to 0.0946 mm^2.
- The run gives the chip area from the yosys synthesis statistics as 0.0946 mm^2.
- The run puts the average footprint of a synthesized cell at 13.2 um^2.
- After synthesis, the cell types taking the most area are edfxtp_1 65%, and2_1 14%, clkbuf_1 2.2%, a22oi_1 2.1%, a221oi_1 1.6%.
- The run gives the fraction of registers with async set or reset after synthesis as 0%.
- Per the post-synthesis report, the number of cells in the design is 7,147.

Run:
- Per the run summary, max-cap violations total 0.
- The run gives the warning total across the stage logs as 55.

Status:
- The run finished with clean final reports.
==> Yosys cell counts (all sizes together), types with 14 or more instances <==
master / instances
a31oi: 19
or3b: 121
o41a: 28
a41oi: 18
a21oi: 301
o21ai: 75
nand3b: 163
mux2: 121
buf: 241
or2: 65
o221ai: 17
and2: 2052
o22ai: 90
nand4b: 14
a22oi: 268
a22o: 67
edfxtp: 2048
nor2: 101
a21o: 26
nor3: 29
a221oi: 174
mux4: 64
clkbuf: 552
nor4: 31
a221o: 28
nand3: 138
mux2i: 83
a2111oi: 27
nand2: 103
==> metrics by stage <==
stage	hold WS (ns)	area, um^2	util (%)
after global placement	13.83	97700	52.0
final	12.98	104000	55.4
after global routing	12.94	104000	55.4
after CTS	12.92	104000	55.4
after detailed placement	13.83	97700	52.0
after floorplan	13.94	94600	-
==> layout by cell type, fill, tap and decap left out, types with 64 or more instances in the layout <==
cell          n
mux4_2       64
edfxtp_1   2048
o22ai_1      90
nand3_1     137
buf_4       314
a21oi_1     301
mux2i_1      83
o21ai_0      75
mux2_2      120
or2_2        65
a22oi_1     268
nand2_1     101
or3b_2      121
and2_1     2050
a22o_1       67
a221oi_1    174
clkbuf_16   218
nand3b_1    163
==> power groups by stage <==
stage | Clock, W | Combinational (W) | Sequential [W]
6_report | 0.00110 | 0.000214 | 0.00148
5_1_grt | 0.00116 | 0.000226 | 0.00149
4_1_cts | 0.00111 | 0.000213 | 0.00148
==> logic make-up after synthesis <==
kind of cell / count (synthesis) / share of synthesized area [%]
muxes: 268 / 3.85
DFF: 2048 / 65.0
buffers and inverters: 799 / 3.49
and+or+nand+nor: 2855 / 18.8
AOI/OAI and AO/OA: 1177 / 8.85
==> how the worst max path moves through the flow <==
stage	from	to	slack, ns	depth (start not counted)
5_1_grt	Address[4]	Read_Data[2]	34.51	12
6_report	Address[4]	Read_Data[2]	34.67	12
4_1_cts	Address[4]	Read_Data[2]	34.80	12
==> metal layers <==
| layer | part of all wire (%) | global-route usage (%) | wire length, um |
|---|---|---|---|
| met5 | 0.23 | 2.82 | 678 |
| met4 | 6.0 | 15.9 | 18200 |
| met3 | 15 | 21.8 | 44800 |
| met2 | 45 | 48.8 | 136000 |
| met1 | 34 | 45.1 | 101000 |
==> layout make-up <==
type / count / area share (%)
inverters: 6 / 0.0252
repair buffers: 390 / 2.88
multi-input cells: 4300 / 28.9
clock buffers: 273 / 5.44
clock inverters: 108 / 0.662
well taps: 2495 / 3.00
diodes: 6 / 0.0144
flip-flops and latches: 2048 / 59.1
Power figures rest on the tool's default switching activity, not on a simulated workload.
