==> design.v <==
module ALU(
    input [31:0] A,
    input [31:0] B,
    output reg zero,
    input [3:0] ALUControl_in,
    output reg [31:0] ALU_result
);
    always @(*) begin
        case (ALUControl_in)
            4'b0000: begin zero = 0; ALU_result = A & B; end
            4'b0001: begin zero = 0; ALU_result = A | B; end
            4'b0010: begin zero = 0; ALU_result = A + B; end
            4'b0110: begin zero = (A == B) ? 1 : 0; ALU_result = A - B; end
            4'b0111: begin zero = (A < B) ? 1 : 0; ALU_result = (A < B) ? 1 : 0; end
            4'b1100: begin zero = 0; ALU_result = ~(A | B); end
            default: begin zero = 0; ALU_result = A; end
        endcase
    end
endmodule
==> run.sh <==
#!/bin/bash
# OpenROAD 26Q1-2900-gdf79404cd8, Yosys 0.63+post, stock flow scripts
make -C /OpenROAD-flow-scripts/flow DESIGN_CONFIG=/design/flow/config.mk WORK_HOME=/design/flow/orfs finish
==> config.mk <==
export PLATFORM = sky130hd
export DESIGN_NAME = ALU
export DESIGN_NICKNAME = ALU
export VERILOG_FILES = /design/flow/design.v
export SDC_FILE = /design/flow/constraint.sdc
export NUM_CORES = 4
export LEC_CHECK = 1
export CORE_UTILIZATION = 40
==> constraint.sdc <==
current_design ALU

set clk_period 17.6
set clk_io_pct 0.2

create_clock -name clk0 -period $clk_period

set non_clock_inputs [all_inputs -no_clocks]
set_input_delay [expr $clk_period * $clk_io_pct] -clock clk0 $non_clock_inputs
set_output_delay [expr $clk_period * $clk_io_pct] -clock clk0 [all_outputs]
==> results.ini <==
[flow_run]
warnings = 101
cap_viol_max_count = 0

[cells_and_area]
drive_gt1_frac = 0.0452
nFlopsAndLatches = 0
ff_latch_area_sq_um = 0
clockBufferCount = 0
layout_top_cell = nor2_1
lay_top_cells = nor2_1, a21oi_1, ha_1, clkdlybuf4s50_1, inv_1
area_growth_pct = 19.6

[global_routing]
busiest_layer = met2
track_usage = 0.263
gr-total-overflow = 0
grt_pass1_vias = 6058
grt_antenna_before_repair = 0
grt_use_met2 = 0.419
grtUsageMet3 = 0.0267
grt_pass1_wl_um = 30700
grt_max_degree = 67
grt_util_met1 = 0.387

[floorplan]
rows = 42
core_area_sq_mm = 0.0134
ios = 101
initial_core_util = 0.414
die_area_sq_mm = 0.0143
die_h_um = 120
die_w_um = 120

[cts]
ctsHoldBuffers = 0
postCtsSetupBuffers = 0
cts_resized = 0

[route]
antenna_cells = 0
drc_errors = 0
wl_per_cell_um = 16.4
drt_pass1_iterations = 7
vias_per_cell = 5.73
vias = 6462
routed_wl_um = 18500
drtIter0Drc = 331
antenna_left = 0

[logic_synthesis]
synth_cells = 896
synth_area_sq_mm = 0.00554
yosys_area_sq_mm = 0.00554
ys_warn_count = 1
yosysSeqAreaShare = 0
synth.distinct_cells = 80
avgSynthCellArea_sq_um = 6.18
yosys_cells = 896

[sta]
period_used_share = 0.618
max_slew_margin = 0.385
holdWs_ns = 8.06
worst_slack_ns = 6.73
tightest_slew_ns = 0.918
hold_viol_final = 0
rsz0062_at_grt = no
fmax_mhz = 92.0
fin_tns_setup_ns = 0
maxSlewViolCount = 0
period_needed_ns = 10.87
setup_viol = 0

[critical_path]
slowest_stage = clkdlybuf4s50_1
cpLargestDelayFamily = AND-OR/OR-AND gates
crit_buf_inv = 3
slowest_delay_ns = 0.53
cp_num_cells = 13
cp.arrival_ns = 7.35
critPathLaunchType = input pin
worst-setup-path-type = in -> out
crit_fanout = 8
cp.required_ns = 14.08
cp-end-kind = primary output
path_cells = clkdlybuf4s50_1 -> inv_1 -> ha_1 -> nor4_2 -> o311ai_1 -> a41oi_2 -> nor2b_1 -> o211ai_2 -> a21boi_1 -> or2_0 -> o41ai_1 -> o32a_1 -> clkdlybuf4s50_1
crit_top_cell = clkdlybuf4s50_1

[pwr]
p_per_area_mw_per_mm2 = 30.8
power.leakage_nw = 2.96
peakVddDrop_mv = 0.0114

[placement]
place_worst_setup_slack_ns = 6.75
io_buffers = 101
gp_congestion = 0.970
dp_hpwl_um = 13900

[outcome]
status = finished clean

[min_path]
hp-class = in -> out
holdPathStages = 4

per-layer routing:
layer / vias to the layer above / wire length (um)
li1: 3263 / -
met1: 2961 / 8930
met2: 220 / 8260
met3: 18 / 1100
met4: 0 / 252
met5: - / 0
worst paths after layout:
kind / from / endpoint
setup / recovery: A[5] / ALU_result[29]
hold / removal: A[11] / ALU_result[11]
stage by stage:
stage | area (sq um) | total power, mW | cells | utilization
after global routing | 6630 | 0.227 | 1127 | 0.495
after CTS | 6630 | 0.203 | 1127 | 0.495
after global placement | 6630 | 0.203 | 1127 | 0.495
after detailed placement | 6630 | 0.201 | 1127 | 0.495
after floorplan | 5540 | 0.130 | 896 | -
final | 6630 | 0.204 | 1127 | 0.495
power breakdown:
group	switching [mW]	internal, mW	total, mW
registers	0	0	0
clock network	0	0	0
logic	0.113	0.0912	0.204
Yosys cell counts, types with 5 or more instances:
| master | instances | area (sq um) |
|---|---|---|
| inv_2 | 8 | 30.0 |
| nand2b_1 | 9 | 56.3 |
| a31oi_1 | 8 | 50.1 |
| xnor2_1 | 15 | 131 |
| nor4_1 | 10 | 62.6 |
| a221oi_1 | 5 | 43.8 |
| o21bai_1 | 7 | 52.6 |
| buf_1 | 6 | 22.5 |
| o211ai_1 | 10 | 75.1 |
| a21oi_1 | 109 | 546 |
| nand3_1 | 14 | 70.1 |
| o21ai_1 | 5 | 25.0 |
| and2_1 | 8 | 50.1 |
| nand4_1 | 5 | 31.3 |
| nand2_1 | 44 | 165 |
| inv_1 | 86 | 323 |
| o22ai_1 | 35 | 219 |
| a21o_1 | 11 | 82.6 |
| ha_1 | 101 | 1260 |
| o31ai_1 | 10 | 75.1 |
| o22a_1 | 8 | 70.1 |
| nor2_1 | 172 | 646 |
| nor2b_1 | 14 | 87.6 |
| nor3_1 | 15 | 75.1 |
| o21a_1 | 8 | 60.1 |
| and3_1 | 5 | 31.3 |
| clkbuf_1 | 38 | 143 |
| o21ai_0 | 41 | 205 |
| buf_2 | 9 | 45.0 |
area by class of cell:
type	instances	area, sq um
Timing Repair Buffer	112	1090
Multi-Input combinational cell	745	4970
Fill cell	1408	6770
Tap cell	176	220
Inverter	94	353
logic make-up after synthesis:
kind of cell	share of synthesized area
buffers and inverters	0.107
adders and majority gates	0.235
muxes	0.00564
AOI/OAI and AO/OA	0.369
xor gates and xnor gates	0.0253
and+or+nand+nor	0.258
Power figures rest on the tool's default switching activity, not on a simulated workload.
